[flow/run.sh]
#!/bin/bash
# OpenROAD 26Q1-2900-gdf79404cd8, Yosys 0.63+post, stock flow scripts
make -C /OpenROAD-flow-scripts/flow DESIGN_CONFIG=/design/flow/config.mk WORK_HOME=/design/flow/orfs finish
[flow/config.mk]
export PLATFORM = sky130hd
export DESIGN_NAME = remote_top
export DESIGN_NICKNAME = remote_top
export VERILOG_FILES = /design/flow/design.v
export SDC_FILE = /design/flow/constraint.sdc
export NUM_CORES = 4
export LEC_CHECK = 1
export CORE_UTILIZATION = 30
[flow/constraint.sdc]
current_design remote_top

set clk_period 8.4
set clk_io_pct 0.2

create_clock -name clk0 -period $clk_period [get_ports {CLOCK_50}]

set non_clock_inputs [all_inputs -no_clocks]
set_input_delay [expr $clk_period * $clk_io_pct] -clock clk0 $non_clock_inputs
set_output_delay [expr $clk_period * $clk_io_pct] -clock clk0 [all_outputs]
[flow/design.v]
`timescale 1ns/1ns
module clk_38k (	input logic clk_50,
						input logic reset,
						output logic clk_38);
	logic [11:0] counter;
	always_ff @(posedge clk_50)
	begin
		if (reset == 1'b1)
		begin
			counter <= 0;
			clk_38 <= 1;
		end
		else if (counter == 12'd440)
			begin
			clk_38 <= 0;
			counter <= counter + 1;
		end
		else if (counter == 12'd1319)
			begin
			clk_38 <= 1;
			counter <= 0;
		end
		else
			begin
			counter <= counter + 1;
		end
	end
endmodule
module clk_testbench ();
	logic clk, reset, clk_38;
	clk_38k dut(.clk_50(clk), .reset(reset), .clk_38(clk_38));
	always
	begin
		clk <= 1;	#10;
		clk <= 0;	#10;
	end
	initial
	begin
		reset <= 1;	#10;
		reset <= 0;	#10;
	end
endmodule
`timescale 1ns/1ns
module ir_drive (	input logic clk,
						input logic mod,
						output logic ir_val);
	always_comb
		begin
		ir_val = clk & mod;
	end
endmodule
module ir_test();
	logic clk, mod, ir_val;
	ir_drive dut(.*);
	always
	begin
		clk = 1;	#10;
		clk = 0;	#10;
	end
	initial
	begin
		mod = 1;	#100;
		mod = 0;	#100;
	end
endmodule
`timescale 1ns/1ns
module remote_top (	input logic CLOCK_50,
							input logic reset,
							input logic [3:0] KEY,
							output logic IR_LED);
	logic clk_38, ir_mod;
	logic [31:0] command;
	clk_38k divider (	.clk_50(CLOCK_50), 
							.reset(reset), 
							.clk_38(clk_38));
	samsung_command key_to_cmd (	.clk(CLOCK_50), 
											.reset(reset), 
											.KEY(KEY), 
											.command(command));
	samsung_protocol prot (	.clk(CLOCK_50), 
									.reset(reset), 
									.command_in(command), 
									.ir_mod(ir_mod));
	ir_drive ir_drv (	.clk(clk_38), 
							.mod(ir_mod), 
							.ir_val(IR_LED));
endmodule
module remote_test ();
	logic CLOCK_50, IR_LED, reset;
	logic [3:0] KEY;
	remote_top dut(.*);
	always
	begin
		CLOCK_50 <= 1;	#10;
		CLOCK_50 <= 0;	#10;
	end
	initial
	begin
		KEY <= 4'hf;
		reset <= 1;	#10;
		reset <= 0;	#10;
		KEY[3] <= 0;	#10;
		KEY[3] <= 1;
	end
endmodule
`timescale 1ns/1ns
module samsung_command (	input logic clk,
									input logic reset,
									input logic [3:0] KEY,
									output logic [31:0] command);
	logic pressed3;
	logic [22:0] counter3;
	always_ff @(posedge clk)
	begin
		if (reset)
			begin
			pressed3 <= 0;
			counter3 <= 22'd0;
			command <= 32'd0;
		end
		if (~KEY[3])
			begin
			if (~pressed3)
				begin
				command <= 32'he0e040bf;								 
				pressed3 <= 1;
			end
			else
				begin
				counter3 <= 22'd0;
				command <= 32'd0;
			end
		end
		else
			begin
			if (counter3 == 22'd2_000_000)
				begin
				pressed3 <= 0;
				counter3 <= 22'd0;
			end
			else
				begin
				if (pressed3)
					begin
					counter3 <= counter3 + 1;
				end
			end
		end
	end		 
endmodule
module command_testbench ();
	logic clk, reset;
	logic [3:0] KEY;
	logic [31:0] command = 0;
	samsung_command dut(.*);
	always
	begin
		clk <= 1;	#10;
		clk <= 0;	#10;
	end
	initial
	begin
		KEY <= 4'hf;
		reset <= 1;		#10;
		reset <= 0;		#10;
		KEY[3] <= 0;	#10;
		KEY[3] <= 1;	#1000000;
		KEY[3] <= 0;	#10;
		KEY[3] <= 1;	#1000000;
		KEY[3] <= 0;	#10;
		KEY[3] <= 1;	#1000000;
	end
endmodule
`timescale 1ns/1ns
module samsung_protocol (	input logic clk,
									input logic reset,
									input logic [31:0] command_in,
									output logic ir_mod);
	typedef enum logic[3:0] {BEGIN, 
									LEADUP, 
									LEADDOWN,
									DATAUP,
									BITLOW,
									NEXTBIT,
									END} protocol_state_t;
	parameter leadup 		= 225000;
	parameter leaddown 	= 225000;
	parameter dataup		= 28000;
	parameter data0		= 28000;
	parameter data1		= 84500;
	parameter stop			= 28000;
	protocol_state_t state;
	logic [31:0] cmd;
	logic [31:0] counter;
	logic [31:0] stop_val;
	logic [5:0] num_shifts;
	always_ff@(posedge clk)
	begin
		if (reset)
			begin
			state <= BEGIN;
			cmd <= 0;
			counter <= 0;
			stop_val <= 0;
			num_shifts <= 0;
			ir_mod <= 0;
		end
		case (state)
			BEGIN: begin
				if (command_in != 0)
					begin
						cmd <= command_in;
						counter <= 0;
						stop_val <= leadup;
						ir_mod <= 1;
						state <= LEADUP;
				end
			end
			LEADUP: begin
				if (counter == stop_val)
					begin
					counter <= 0;
					stop_val <= leaddown;
					ir_mod <= 0;
					state <= LEADDOWN;
				end
				else
					begin
					counter <= counter + 1;
				end
			end
			LEADDOWN: begin
				if (counter == stop_val)
					begin
					counter <= 0;
					stop_val <= dataup;
					ir_mod <= 1;
					state <= DATAUP;
				end
				else
					begin
					counter <= counter + 1;
				end
			end
			DATAUP: begin
				if (counter == stop_val)
					begin
					if (cmd[31] == 1)
						begin
						stop_val <= data1;
					end
					else
						begin
						stop_val <= data0;
					end
					counter <= 0;
					ir_mod <= 0;
					state <= BITLOW;
				end
				else
					begin
					counter <= counter + 1;
				end
			end
			BITLOW: begin
				if (counter == stop_val)
					begin
					cmd <= cmd << 1;
					num_shifts <= num_shifts + 1;
					state <= NEXTBIT;
				end
				else
					begin
					counter <= counter + 1;
				end
			end
			NEXTBIT: begin
				if (num_shifts == 32)
					begin
					stop_val <= stop;
					state <= END;
					num_shifts <= 0;
				end
				else
					begin
					stop_val <= dataup;
					state <= DATAUP;
				end
				counter <= 0;
				ir_mod <= 1;
			end
			END: begin
				if (counter == stop_val)
					begin
					state <= BEGIN;
					counter <= 0;
					ir_mod <= 0;
				end
				else
					begin
					counter <= counter + 1;
				end
			end			
		endcase
	end		 
endmodule
module prot_test();
	logic clk, reset, ir_mod;
	logic [31:0] command_in;
	samsung_protocol dut(.*);
	always
	begin
		clk <= 1;	#10;
		clk <= 0;	#10;
	end
	initial
	begin
		reset <= 1;	#10;
		reset <= 0;	#10;
		command_in <= 32'hf0f0f0f0;	#100
		command_in <= 0;
	end
endmodule
==> results.cfg <==
; synthesis and place-and-route metrics
[sta]
hold_ws_ps = 458.6
slew_headroom = 0.4323
hold_viol = 0
period_minus_slack_ps = 3884
finalMaxSlewViolations = 0
max_freq_ghz = 0.2575
tightestPinTransition_ps = 843.8
grt_setup_unrepaired = no
fin_worst_skew_ps = 9.725
tns_ps = 0
timing.final.setup_violations = 0
fin_crit_sh = 0.4624

[yosys]
topCellsByArea = dfxtp_1, nand2_1, xnor2_1
ys_ff = 148
ys_types = 61
async_reset_ff_frac = 0
ys_cells = 788
yosys_area_sq_mm = 0.006721
yosysTopAreaCellShare = 0.4378
synthCells = 788
edf_count = 1
ys_warn_count = 4
postSynthAreaPerCell_sq_um = 8.530
yosys.stat.seqShare = 0.4423
flop_cell = dfxtp_1
yosys.area.top_type = dfxtp_1
syn_area_sq_mm = 0.006721

[detailed_routing]
wl_mm = 14.22
routedWlPerCell_microns = 13.30
vias = 5426
final_antenna_net_count = 0
antenna_cells = 0
viasPerCell = 5.076
drc = 0
drt_first_pass_iters = 7
drt_iter0_drc = 307

[power]
swShare = 0.3545
seq_power_share = 0.382
p_leak_nw = 2.703
ir_worst_vdd_v = 0.0001761
combPwrFrac = 0.270
clockPowerShare = 0.348
pwr_density_cell_mw_per_mm2 = 277.8
intPower_mw = 1.358
net-switching-power_uw = 746.1

[cts]
postCtsSetupRepairBufs = 0
root_buffer = clkbuf_16
postCtsHoldBufs = 0
insertion_delay_ps = 420
cts_sinks = 148
cts_tree = built
cts_inserted_buffers = 17
cts_htree_levels = 4
cts_resized = 0
cts.path.max_buffers = 2
cts.reportedPaths.clkPinSlew_ps = 60

[setup_path]
worstSetupEndpointType = flop
start_kind = input pin
critPathMaxFanout = 20
crit_type = in2reg
r2r_cells = 6
required_ps = 8700
cp.arrival_ps = 4190

[global_route]
antenna_found_initial = 0
grt_max_degree = 32
overflow = 0
grt_usage = 0.1319
grt_first_pass_wirelength_mm = 24.27
first_global_vias = 4903

[floorplanning]
fp-row-count = 54
io_pins = 7
core_area_sq_mm = 0.02189
die-width_microns = 151.7
die_h_microns = 151.7
fp_util = 0.3070
die_area_sq_mm = 0.02301

[final_layout]
mi_logic_area_sq_mm = 0.003465
layout.cells.most_common = dfxtp_1
final_layout_size_suffix_gt1_frac = 0.07098
n_fill_cell = 2238
finish.instance_area_sq_mm = 0.007575
mostFrequentLayoutCells = dfxtp_1, nand2_1, nor2_1, o21ai_0, xnor2_1
area_delta_synth_final_pct = 12.70
register_area_sq_mm = 0.002973

[placed_design]
place_area_sq_mm = 0.006998
port_buffers = 3
gp_congestion = 0.8310
dp_hpwl_mm = 9.071

[hold_path]
hold_class = reg2reg
whs_path_depth = 1

[job]
cap_violations = 0
warning_count = 31

[outcome]
outcome = completed
## Yosys cell counts, drive strengths merged (2+ instances only)
library cell  count
a32oi             8
o31ai             5
nor4b             2
a21boi            2
o22ai             2
a21oi            29
or2               5
o311ai            6
inv              29
buf              15
o41ai             3
nor3             17
nand4            26
nor4              8
xor2             11
nand2b            2
and2             26
ha                7
a22o              7
a31oi             6
nand2           107
dfxtp           147
o211ai            5
o21a              4
a221o            19
and3             20
a21o              9
o221ai           12
clkbuf           27
o21ai            57
nor2b             6
mux2i             6
xnor2            37
nor2             61
nand3            31
a22oi             6
or3               3
a211oi            2
## registers in the layout, indices dropped and copies added (netlist names)
register / flops
prot.cmd: 32
prot.counter: 32
prot.stop_val: 32
key_to_cmd.counter3: 23
divider.counter: 12
prot.state: 7
prot.num_shifts: 6
divider.clk_38: 1
key_to_cmd.command: 1
key_to_cmd.pressed3: 1
prot.ir_mod: 1
## area by class of cell
class | instances | share of cell area
well taps | 280 | 0.04625
inverters | 30 | 0.01487
clock inverters | 10 | 0.01272
flip-flops and latches | 148 | 0.3925
multi-input cells | 568 | 0.4574
repair buffers | 12 | 0.01288
clock buffers | 21 | 0.06343
## worst max-delay path: stages
cell and delay (ps):
clkdlybuf4s50_1 450, buf_4 260, clkinv_1 510, a32o_1 600
buf_4 310, a221o_1 360
## through the flow
| stage | setup slack (ps) | total power, mW | utilization | std cells |
|---|---|---|---|---|
| finish | 4516 | 2.104 | 0.3460 | 1069 |
| global route | 4380 | 2.220 | 0.3460 | 1069 |
| CTS | 4520 | 2.121 | 0.3460 | 1069 |
| detailed placement | 4063 | 1.379 | 0.3197 | 1038 |
| global placement | 4072 | 1.380 | 0.3197 | 1038 |
| floorplan | 5386 | 1.229 | - | 788 |
## cells by family (layout without fill, tap and decap cells)
logic type / count (synthesis) / count (layout) / synth area share
compound gates: 188 / 188 / 0.1925
fa+ha+maj: 7 / 7 / 0.01303
mux: 7 / 7 / 0.01061
xor+xnor: 48 / 48 / 0.06366
flops: 148 / 148 / 0.4423
buf+inv: 72 / 73 / 0.04579
simple gates: 318 / 318 / 0.2321
## power groups by stage
stage	Clock, mW	Combinational (mW)	Sequential [mW]
4_1_cts	0.751	0.567	0.803
5_1_grt	0.786	0.623	0.811
6_report	0.733	0.567	0.804
## worst paths after layout
path / start / to / slack [ps]
hold / removal: divider.counter[0]$_SDFF_PP0_ / divider.counter[0]$_SDFF_PP0_ / 460
setup / recovery: reset / prot.counter[21]$_DFF_P_ / 4520
setup reg to reg: prot.counter[0]$_DFF_P_ / prot.cmd[10]$_DFF_P_ / 5330
hold reg to reg: divider.counter[0]$_SDFF_PP0_ / divider.counter[0]$_SDFF_PP0_ / 460
## per-layer routing
metal | global-route usage | vias up | share of wire
li1 | - | 2817 | -
met4 | 0.01881 | 0 | 0.012
met2 | 0.1943 | 83 | 0.43
met1 | 0.2069 | 2516 | 0.52
met5 | 0 | - | 0
met3 | 0.02595 | 10 | 0.037
Power is estimated from default activity; no workload was simulated.
